$ cat ./run.sh
#!/bin/bash
# OpenROAD 26Q1-2900-gdf79404cd8, Yosys 0.63+post, stock flow scripts
make -C /OpenROAD-flow-scripts/flow DESIGN_CONFIG=/design/flow/config.mk WORK_HOME=/design/flow/orfs finish
$ cat ./config.mk
export PLATFORM = sky130hd
export DESIGN_NAME = top
export DESIGN_NICKNAME = top
export VERILOG_FILES = /design/flow/design.v
export SDC_FILE = /design/flow/constraint.sdc
export NUM_CORES = 4
export LEC_CHECK = 1
export CORE_UTILIZATION = 40
$ cat ./constraint.sdc
current_design top

set clk_period 4.8
set clk_io_pct 0.2

create_clock -name clk0 -period $clk_period [get_ports {clk}]

set non_clock_inputs [all_inputs -no_clocks]
set_input_delay [expr $clk_period * $clk_io_pct] -clock clk0 $non_clock_inputs
set_output_delay [expr $clk_period * $clk_io_pct] -clock clk0 [all_outputs]
$ cat ./design.v
`timescale 1ns / 1ps
module top(
	input rst,
	input clk,
	input [31:0] control_dat,
	input [31:0] control_adr,
	input dat_rdy,
	input set_addressLength,
	input we,
	inout sda,
	output scl
    );
wire [31:0]wb_m2s_dat;
wire [31:0]wb_m2s_adr;
wire wb_m2s_we;
wire wb_m2s_sel;
wire wb_m2s_stb;
wire wb_m2s_cyc;
wire wb_s2m_dat;
wire wb_s2m_ack;
wire addressLength;			 
wishbone_master wb_m(
	.rst_i(rst),
	.clk_i(clk),
	.dat_i(wb_s2m_dat),
	.ack_i(wb_s2m_ack),
	.adr_o(wb_m2s_adr),
	.dat_o(wb_m2s_dat),
	.we_o(wb_m2s_we),
	.sel_o(wb_m2s_sel),
	.stb_o(wb_m2s_stb),
	.cyc_o(wb_m2s_cyc),
	.addressLength_out(addressLength),
	.control_dat(control_dat),
	.control_adr(control_adr),
	.dat_rdy(dat_rdy),
	.addressLength_in(set_addressLength),
	.we(we)
);
wishbone_slave #(
	.slave_addr(32'h1000_0000)) 
	wb_s(
	.rst_i(rst),
	.clk_i(clk),
	.dat_i(wb_m2s_dat),
	.adr_i(wb_m2s_adr),
	.we_i(wb_m2s_we),
	.sel_i(wb_m2s_sel),
	.stb_i(wb_m2s_stb),
	.cyc_i(wb_m2s_cyc),
	.addressLength(addressLength),
	.dat_o(wb_s2m_dat),
	.ack_o(wb_s2m_ack),
	.sda(sda),
	.scl(scl)
);
endmodule
`timescale 1ns / 1ps
module wishbone_master(
	input rst_i,
	input clk_i,
	input [31:0] dat_i,
	input ack_i,
	output [31:0] adr_o,
	output [31:0] dat_o,
	output we_o,
	output sel_o,
	output stb_o,
	output cyc_o,
	output addressLength_out,
	input [31:0] control_dat,
	input [31:0] control_adr,
	input dat_rdy,
	input addressLength_in,
	input we
    );
reg [31:0]reg_adr_o;
reg [31:0]reg_dat_o;
reg reg_we_o;	 
reg reg_sel_o;
reg reg_sys_o;
reg reg_cyc_o;
reg addressLength;
always @(posedge clk_i)
begin
	if(rst_i || ack_i)
	begin
		reg_adr_o <= 0;
		reg_dat_o <= 0;
		reg_we_o <= 0;
		reg_sel_o <= 0;
		reg_sys_o <= 0;
		reg_cyc_o <= 0;
		addressLength <= 0;
	end
	else if(dat_rdy)
	begin
		reg_adr_o <= control_adr;
		reg_dat_o <= control_dat;
		reg_we_o <= we;				
		reg_sel_o <= 1;
		reg_cyc_o <= 1;
		addressLength <= addressLength_in;
	end
end
assign adr_o = reg_adr_o;
assign dat_o = reg_dat_o;
assign we_o = reg_we_o;	 
assign sel_o = reg_sel_o;
assign sys_o = reg_sys_o;
assign cyc_o = reg_cyc_o;
assign addressLength_out = addressLength;
endmodule
`timescale 1ns / 1ps
module wishbone_slave #(
	parameter slave_addr = 32'h00000000)
	(
	input rst_i,
	input clk_i,
	input [31:0] dat_i,
	input [31:0] adr_i,
	input we_i,						 
	input sel_i,
	input stb_i,
	input cyc_i,
	input addressLength, 	 
	output [31:0] dat_o,
	output ack_o,   
	output 	scl,
	inout		sda
	);
reg selected;	 
reg ack;			 
wire sda_oe;	 
reg scl_reg;	 
wire scl_en;	 
wire scl_oe;	 
wire scl_low;	 
wire scl_high;	 
parameter BITRATE = 10;
always @(posedge clk_i)
begin
	if(rst_i) selected <= 0;
	else if(adr_i == slave_addr) selected <= 1;
	else selected <= 0;
end
reg cyc_old;
reg start;
always @(posedge clk_i)
begin
	if(rst_i)
	begin
		cyc_old <= 0;
		start <= 0;
	end
	else
	begin
		if((cyc_old == 0) && (cyc_i == 1)) start <= 1;
		cyc_old <= cyc_i;
	end
end
reg [7:0] clk_counter;
always @(posedge clk_i)
 begin
	if (rst_i || (clk_counter == BITRATE) || ((cyc_old == 0) && (cyc_i == 1)))
	begin
		clk_counter <= 0;
	end
	else 
	begin
		clk_counter <= clk_counter + 1;
	end
end
assign scl_en = (clk_counter == BITRATE);  
always @(posedge clk_i) begin
	if(rst_i) begin
		scl_reg <= 0;
	end
	else if(scl_en) begin
		scl_reg <= ~scl_reg;
	end
end
reg [55:0] sda_reg;
reg start_condition;
reg stop_condition;
reg[5:0] bit_counter;
always @(posedge clk_i) begin
	if(rst_i)begin
		sda_reg <= {56{1'b1}};
		bit_counter <= 0;
		start_condition <= 0;
	end
	else if ((cyc_old == 0) && (cyc_i == 1)) begin
		if(addressLength)begin
				sda_reg[55] <= 0;							 
				sda_reg[54:50] <= 5'b11110;			 
				sda_reg[49:48] <= adr_i[31:30];
				sda_reg[47] <= we_i;
				sda_reg[46] <= 1'bz;						 
				sda_reg[45:38] <= adr_i[29:22];		 
				sda_reg[37] <= 1'bz;
				if (!we_i)begin
					sda_reg[36:29] <= dat_i[31:24];
					sda_reg[28] <= 1'bz;
					sda_reg[27:20] <= dat_i[23:16];
					sda_reg[19] <= 1'bz;
					sda_reg[18:11] <= dat_i[15:8];
					sda_reg[10] <= 1'bz;
					sda_reg[9:2] <= dat_i[7:0];
					sda_reg[1] <= 1'bz;
				end
				else begin
					sda_reg[36:29] <= {8{1'bz}};
					sda_reg[28] <= 1'b1;
					sda_reg[27:20] <= {8{1'bz}};
					sda_reg[19] <= 1'b1;
					sda_reg[18:11] <= {8{1'bz}};
					sda_reg[10] <= 1'b1;
					sda_reg[9:2] <= {8{1'bz}};
					sda_reg[1] <= 1'b0;
				end
				sda_reg[0] <= 1'b1;						 
			end
			else begin
				sda_reg[55] <= 0;							 
				sda_reg[54:48] <= adr_i[31:25];		 
				sda_reg[47] <= we_i;
				sda_reg[46] <= 1'bz;
				if (!we_i)begin
					sda_reg[45:38] <= dat_i[31:24];
					sda_reg[37] <= 1'bz;
					sda_reg[36:29] <= dat_i[23:16];
					sda_reg[28] <= 1'bz;
					sda_reg[27:20] <= dat_i[15:8];
					sda_reg[19] <= 1'bz;
					sda_reg[18:11] <= dat_i[7:0];
					sda_reg[10] <= 1'bz;
				end
				else begin
					sda_reg[45:38] <= {8{1'bz}};
					sda_reg[37] <= 1'b1;
					sda_reg[36:29] <= {8{1'bz}};
					sda_reg[28] <= 1'b1;
					sda_reg[27:20] <= {8{1'bz}};
					sda_reg[19] <= 1'b1;
					sda_reg[18:11] <= {8{1'bz}};
					sda_reg[10] <= 1'b0;
				end
				sda_reg[9] <= 1'b1;						 
				start_condition <= 1'b1;
			end
	end
	if (start && start_condition && scl_high)begin	 
		sda_reg <= {sda_reg[54:0], sda_reg[55]};
		start_condition <= 1'b0;
		bit_counter <= 1'b0;
	end
	if (start && stop_condition && scl_high)begin	 
		sda_reg <= {sda_reg[54:0], sda_reg[55]};
		bit_counter <= 1'b0;
	end
	if(start && scl_low && !start_condition && !stop_condition)begin	 
		sda_reg <= {sda_reg[54:0],sda_reg[55]};
		bit_counter <= bit_counter + 1;
	end
end
always @(posedge clk_i)
begin
	if(rst_i) stop_condition <= 0;
	else if(addressLength)									 
		if(bit_counter == 56)
			stop_condition <= 1;
		else 
			stop_condition <= 0;
	else
		if(bit_counter == 47)
			stop_condition <= 1;
		else 
			stop_condition <= 0;
end
assign scl_oe = start ? 1'b1: 1'b0;
assign sda_oe = start ? 1'b1: 1'b0;
assign scl = (scl_oe)? scl_reg : 1'bz;
assign sda = (sda_oe) ? sda_reg[55] : 1'bz;
assign scl_low = ((clk_counter == (BITRATE/2)) & (!scl_reg));
assign scl_high = ((clk_counter == (BITRATE/2)) & ( scl_reg));
reg [31:0]reg_dat_o;
always @(posedge clk_i)begin
	if(start && stop_condition && we_i)
	if (addressLength)begin
		reg_dat_o[31:24] <= sda_reg[36:29];	
		reg_dat_o[23:16] <= sda_reg[27:20];
		reg_dat_o[15:8] <= sda_reg[18:11];
		reg_dat_o[7:0] <= sda_reg[9:2];
	end
	else begin
		reg_dat_o[31:24] <= sda_reg[36:29];
		reg_dat_o[23:16] <= sda_reg[27:20];
		reg_dat_o[15:8] <= sda_reg[18:11];
		reg_dat_o[7:0] <= sda_reg[9:2];
	end
end
assign dat_o = reg_dat_o;
reg ack_fb;
always @(posedge clk_i)
begin
	if(rst_i) ack_fb <= 0;
	else if(stop_condition) ack_fb <= 1;
	else ack_fb <= 0;
end
assign ack_o = ack_fb;
endmodule
==> results.sh <==
# flow metrics
export IMPL_preCtsSetupSlack_ns=2.233
export IMPL_clk_path_buf_depth=2
export IMPL_portBuffers=47
export IMPL_yosysWarnings=26
export IMPL_synth_stat_cells=474
export IMPL_haltStage="clock tree synthesis"
export IMPL_outcome="aborted with a tool error"
export IMPL_fp_util_pct=41.41
export IMPL_holdBufCountCts=0
export IMPL_synth_flops=121
export IMPL_ioPinCount=71
export IMPL_xor_share_pct=0.7922
export IMPL_cts_buffers=17
export IMPL_synth_area_per_cell_sq_um=11.66
export IMPL_ys_seq_share_pct=55.05
export IMPL_yosys_area_share_aoi_pct=7.311
export IMPL_yosys_stat_area_sq_um=5528
export IMPL_gp_congestion=0.7602
export IMPL_syn_area_sq_um=5528
export IMPL_rows=42
export IMPL_dp_hpwl_um=6365
export IMPL_synthCells=474
export IMPL_cts_setup_buffers=0
export IMPL_die_x_um=119.6
export IMPL_ys_sh_adder_pct=0.9054
export IMPL_clock_sinks=121
export IMPL_ys_sh_simple_pct=13.26
export IMPL_ys_top_logic_family="multiplexers"
export IMPL_ys_sh_mux_pct=18.33
export IMPL_clock_tree_root_cell="clkbuf_16"
export IMPL_die_size_y_um=119.6
export IMPL_htree_levels=4
export IMPL_ys_types=34
export IMPL_firstError="[error] [KeplerFormal.cpp:679] Workflow failed: Iso has multiple drivers: .sda0, sda$_DFFE_PP_.Q0"
export IMPL_cts_resized=0
logic make-up after synthesis:
| logic type | count (synthesis) |
|---|---|
| adder cells (fa/ha/maj) | 4 |
| multiplexers | 96 |
| flip-flops | 121 |
| buffers and inverters | 50 |
| XOR/XNOR | 5 |
| AND/OR/NAND/NOR | 147 |
| AND-OR/OR-AND | 51 |
stage by stage:
step / utilization [%] / instances / cell area [sq um] / hold slack, ns
after detailed placement: 45.54 / 669 / 6078 / 0.4655
after global placement: 45.54 / 669 / 6078 / 0.4556
after floorplan: - / 474 / 5528 / 0.4406
cell usage after synthesis:
library cell	n	area, sq um
nor2b_1	29	181.4
mux2i_1	54	540.5
xor2_1	3	26.28
nand2_1	5	18.77
or2_2	7	43.79
nand2b_1	1	6.260
a21oi_1	6	30.03
mux2_1	19	214.0
nor4_1	1	6.260
or4_4	1	11.26
or3_1	12	75.07
nor3_1	2	10.01
nand3_1	8	40.04
buf_1	4	15.01
a311oi_1	1	8.760
inv_1	16	60.06
a21boi_0	1	7.510
buf_6	7	78.83
o21ai_0	5	25.02
a211o_1	35	306.5
edfxtp_1	62	1862
nor2_1	68	255.2
ha_1	4	50.05
xnor2_1	2	17.52
and2_1	10	62.56
mux2_2	23	259.0
a211oi_1	1	7.510
nand3b_1	1	7.510
dfxtp_1	59	1181
clkbuf_1	23	86.33
nand4_1	1	6.260
o311ai_0	1	8.760
a311o_1	1	10.01
nand4b_1	1	8.760
